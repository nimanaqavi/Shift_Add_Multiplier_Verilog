==> /design/flow/design.v <==
module Shift_Add_Multiplier_Controler (
    input clk , rst, start, A0,
    output reg LOAD_A, SHIFT_A, LOAD_B, LOAD_P, init_P, Done, select
);
    reg [1:0] count; 
    reg init_counter, counter_en;
    wire co;
    reg [1:0] ns, ps;
    parameter IDLE = 2'b00, INIT = 2'b01, LOAD = 2'b10, ADDING = 2'b11;
    always @(posedge clk or posedge rst) begin
        if (rst) 
            count <= 2'b00;
        else if (init_counter) 
            count <= 2'b00;
        else if (counter_en) 
            count <= count + 1;
    end
    assign co = (count == 2'b11);
    always @(posedge clk or posedge rst) begin
        if (rst) 
            ps <= IDLE;
        else 
            ps <= ns;
    end
    always @(*) begin
        ns = IDLE;
        {LOAD_A, SHIFT_A, LOAD_B, LOAD_P, init_P, Done, select, counter_en, init_counter} = 0;
        case (ps)
            IDLE: begin
                Done = 1;
                ns = start ? INIT : IDLE;
            end
            INIT: begin
                init_P = 1;
                init_counter = 1;
                ns = start ? INIT : LOAD;
            end
            LOAD: begin
                LOAD_A = 1;
                LOAD_B = 1;
                ns = ADDING;
            end
            ADDING: begin
                select = A0; 
                LOAD_P = 1;
                SHIFT_A = 1;
                counter_en = 1;
                ns = co ? IDLE : ADDING;
            end
        endcase
    end
endmodule
module Shift_Add_Multiplier_DP (
    input [3:0] A_BUS ,
    input [3:0] B_BUS ,
    input clk ,
    input rst ,
    input LOAD_A ,
    input LOAD_B ,
    input LOAD_P ,
    input init_P ,
    input SHIFT_A ,
    input select ,
    output A0 ,
    output [7:0] Resualt
);
    reg [3:0] A_REG , B_REG , P_REG ;
    wire [4:0] ADD ;
    wire [3:0] selected ;
    always @(posedge clk or posedge rst) begin
        if (rst)
            B_REG <= 4'b0000 ;
        else if (LOAD_B)
            B_REG <= B_BUS;
    end
    always @(posedge clk or posedge rst) begin
        if (rst)
            P_REG <= 4'b0000 ;
        else if (init_P)
            P_REG <= 4'b0000 ;
        else if (LOAD_P)
            P_REG <= ADD[4:1] ;
    end
    always @(posedge clk or posedge rst) begin
        if (rst)
            A_REG <= 4'b0000 ;
        else if (LOAD_A)
            A_REG <= A_BUS ;
        else if (SHIFT_A)
            A_REG <= {ADD[0], A_REG[3:1]};
    end
    assign selected = select ? B_REG : 4'b0000 ;
    assign ADD = {1'b0, P_REG} + {1'b0, selected} ;
    assign A0 = A_REG[0] ;
    assign Resualt = {P_REG,A_REG}; 
endmodule
module Shift_Add_Multiplier_TOP (
    input [3:0] A_BUS ,
    input [3:0] B_BUS ,
    input start ,
    input clk ,
    input rst ,
    output Done ,
    output [7:0] Resualt
);
wire LOAD_A , LOAD_B , LOAD_P , A0 , SHIFT_A , init_p , select ;
Shift_Add_Multiplier_Controler uut1( .clk(clk) , .rst(rst) , .start(start) , .A0(A0) , .LOAD_A(LOAD_A) , .LOAD_B(LOAD_B) ,.LOAD_P(LOAD_P) , .SHIFT_A(SHIFT_A) , .init_P(init_p) , .select(select) , .Done(Done));
Shift_Add_Multiplier_DP uut2( .A_BUS(A_BUS) , .B_BUS(B_BUS) , .clk(clk) , .rst(rst) , .A0(A0) , .LOAD_A(LOAD_A) , .LOAD_B(LOAD_B) ,.LOAD_P(LOAD_P) , .SHIFT_A(SHIFT_A) , .init_P(init_p) , .select(select) , .Resualt(Resualt));
endmodule
==> /design/flow/run.sh <==
#!/bin/bash
# OpenROAD 26Q1-2900-gdf79404cd8, Yosys 0.63+post, stock flow scripts
make -C /OpenROAD-flow-scripts/flow DESIGN_CONFIG=/design/flow/config.mk WORK_HOME=/design/flow/orfs finish
==> /design/flow/config.mk <==
export PLATFORM = sky130hd
export DESIGN_NAME = Shift_Add_Multiplier_TOP
export DESIGN_NICKNAME = Shift_Add_Multiplier_TOP
export VERILOG_FILES = /design/flow/design.v
export SDC_FILE = /design/flow/constraint.sdc
export NUM_CORES = 4
export LEC_CHECK = 1
export CORE_AREA = 10 10 91 91
export DIE_AREA = 0 0 101 101
==> /design/flow/constraint.sdc <==
current_design Shift_Add_Multiplier_TOP

set clk_period 3.9
set clk_io_pct 0.2

create_clock -name clk0 -period $clk_period [get_ports {clk}]

set non_clock_inputs [all_inputs -no_clocks]
set_input_delay [expr $clk_period * $clk_io_pct] -clock clk0 $non_clock_inputs
set_output_delay [expr $clk_period * $clk_io_pct] -clock clk0 [all_outputs]
==> impl_metrics.env <==
# source this file to load flow results
export IMPL_status="completed"
export IMPL_seq_area_um2=452
export IMPL_antenna_found_initial=0
export IMPL_fin_util_pct=20.0
export IMPL_p_sw_share_pct=32.5
export IMPL_io_buffers=19
export IMPL_end_kind="output port"
export IMPL_hold_violations=0
export IMPL_core_um2=6350
export IMPL_yosys_most_used_dff="dfrtp_1"
export IMPL_async_reset_ff_share_pct=100
export IMPL_cellPowerDensity_nw_per_um2=647
export IMPL_critPathMaxFanout=4
export IMPL_fill_cells=671
export IMPL_grt_pass1_wl_um=3360
export IMPL_leakage_nw=0.560
export IMPL_maxSlewViolCount=0
export IMPL_die_size_y_um=101
export IMPL_post_cts_buffers=0
export IMPL_cts_resized_gates=0
export IMPL_comb_area_um2=438
export IMPL_cts_root_buf="clkbuf_8"
export IMPL_vias=675
export IMPL_chipArea_um2=10200
export IMPL_finalSetupViolCount=0
export IMPL_yosys_area_um2=951
export IMPL_skew_ps=3.73
export IMPL_clk_pin_slew_ps=70
export IMPL_place_gp_congestion=0.779
export IMPL_drt_iter0_markers=37
export IMPL_avgSynthCellArea_um2=10.8
export IMPL_io_pins=20
export IMPL_area_delta_synth_final_pct=33.4
export IMPL_place_ws_ps=1990
export IMPL_rsz0062_at_grt="no"
export IMPL_edf_count=0
export IMPL_final_cell_count_no_fill=185
export IMPL_synth_area_um2=951
export IMPL_synth_flops=18
export IMPL_cts_tree="done"
export IMPL_holdPathStages=1
export IMPL_die_w_um=101
export IMPL_ys_seq_share_pct=47.5
export IMPL_cts_sinks=18
export IMPL_tightest_slew_ps=694
export IMPL_startpoint_type="flip-flop"
export IMPL_p_switching_mw=0.267
export IMPL_fin_crit_sh_pct=54.4
export IMPL_vias_per_cell=3.65
export IMPL_yosysWarningCount=2
export IMPL_tns_ps=0
export IMPL_fin_ws_ps=1780
export IMPL_vdd_drop_max_mv=0.201
export IMPL_fin_area_um2=1270
export IMPL_rr_worst_depth=8
export IMPL_grt_pass1_vias=720
export IMPL_grt_max_degree=30
export IMPL_placed_area_um2=1210
export IMPL_warning_count=25
export IMPL_placementRows=29
export IMPL_routed_wl_um=1990
export IMPL_ant_nets=0
export IMPL_insertedDiodeCount=0
export IMPL_period_minus_slack_ps=2120
export IMPL_grtUsageTotal_pct=3.98
export IMPL_cts_made_buffers=3
export IMPL_dr_pass1_iters=3
export IMPL_p_clk_share_pct=18.4
export IMPL_required_ps=3120
export IMPL_wl_per_cell_um=10.7
export IMPL_dp_hpwl_um=1540
export IMPL_maxSlewHeadroom_pct=53.7
export IMPL_synth_cell_types=29
export IMPL_clk_latency_ps=250
export IMPL_worstPathArrival_ps=1340
export IMPL_drc_errors=0
export IMPL_drive_gt1_share_pct=13.9
export IMPL_seq_power_share_pct=39.1
export IMPL_fmax_ghz=0.471
export IMPL_place_inst=181
export IMPL_ys_cells=88
export IMPL_cts_hold_buffers=0
export IMPL_htree_num_levels=1
export IMPL_cellInternalPower_mw=0.554
export IMPL_holdCritPathClass="flip-flop to flip-flop"
export IMPL_synth_cells=88
export IMPL_combPwrFrac_pct=42.6
export IMPL_clockBufferDepth=2
export IMPL_fp_util_pct=15.0
export IMPL_drv_cap=0
export IMPL_crit_type="flip-flop to output port"
export IMPL_overflow=0
==> logic make-up (layout without fill, tap and decap cells) <==
group / Yosys count / in the layout / synth area share (%)
AND-OR/OR-AND: 15 / 15 / 9.21
XOR/XNOR: 1 / 1 / 0.921
adder cells (fa/ha/maj): 6 / 6 / 8.68
buffers and inverters: 12 / 32 / 6.45
flip-flops: 18 / 18 / 47.5
multiplexers: 10 / 10 / 11.2
AND/OR/NAND/NOR: 26 / 26 / 16.1
==> final cells by class <==
type | count | area share, %
sequential | 18 | 35.6
multi-input combinational | 58 | 34.5
timing repair buffer | 20 | 15.6
tap | 77 | 7.59
clock buffer | 4 | 4.34
inverter | 8 | 2.37
==> synth_stat cells (2+ instances only) <==
library cell,count,share of area (%)
dfrtp_1,17,45
buf_4,2,1.6
nand3_1,2,1.1
a21oi_1,2,1.1
mux2_2,5,5.9
nor2b_1,3,2.0
a31oi_1,2,1.3
and3_1,3,2.0
ha_1,5,6.6
o21ai_0,8,4.2
mux2i_1,5,5.3
nor2_1,2,0.79
inv_1,8,3.2
nand2_1,9,3.6
==> metal layers <==
metal | vias up | global-route usage (%) | wire, um
li1 | 339 | - | -
met5 | - | 0 | 0
met4 | 0 | 0.643 | 42
met2 | 16 | 6.34 | 865
met3 | 5 | 1.18 | 94
met1 | 315 | 5.31 | 983
==> stage by stage <==
step | total power, mW | hold WS [ps]
6_report | 0.821 | 508
5_1_grt | 0.895 | 525
4_1_cts | 0.835 | 511
3_5_place_dp | 0.681 | 495
3_3_place_gp | 0.683 | 487
2_1_floorplan | 0.546 | 449
==> cell usage in the layout, fill, tap and decap left out <==
| cell | n |
|---|---|
| or2_2 | 1 |
| nand2_1 | 9 |
| dfrtp_1 | 17 |
| a21oi_1 | 2 |
| fa_1 | 1 |
| and3_1 | 3 |
| clkbuf_8 | 4 |
| buf_4 | 1 |
| a21o_1 | 1 |
| clkdlybuf4s50_1 | 19 |
| inv_1 | 8 |
| nor4bb_1 | 1 |
| nor3_4 | 1 |
| dfstp_2 | 1 |
| o32a_1 | 1 |
| mux2_2 | 5 |
| a31oi_1 | 2 |
| nor2_4 | 1 |
| nand4b_1 | 1 |
| nor3_1 | 1 |
| nand3_1 | 2 |
| o31ai_1 | 1 |
| xnor2_1 | 1 |
| nor2_1 | 2 |
| ha_1 | 5 |
| o21ai_0 | 8 |
| mux2i_1 | 5 |
| nand2_2 | 1 |
| nor2b_1 | 3 |
==> power groups by stage <==
stage                 logic [mW]  registers (mW)  clock network [mW]
final                      0.350           0.321               0.151
after CTS                  0.359           0.322               0.155
after global routing       0.399           0.333               0.164
==> sequential cells by signal, indices dropped and copies added, names as in the netlist <==
| name | count |
|---|---|
| uut1.ps | 4 |
| uut2.A_REG | 4 |
| uut2.B_REG | 4 |
| uut2.P_REG | 4 |
| uut1.count | 2 |
==> path summary, 6_finish.rpt <==
path / from / endpoint / slack [ps]
setup reg to reg: uut1.ps[3]$_DFF_PP0_ / uut2.P_REG[3]$_DFFE_PP0P_ / 1970
setup / recovery: uut1.ps[2]$_DFF_PP0_ / Done / 1780
min in group asynchronous: rst / uut2.B_REG[0]$_DFFE_PP0P_ / 930
max in group asynchronous: rst / uut1.ps[3]$_DFF_PP0_ / 2520
hold / removal: uut2.B_REG[2]$_DFFE_PP0P_ / uut2.B_REG[2]$_DFFE_PP0P_ / 510
hold reg to reg: uut2.B_REG[2]$_DFFE_PP0P_ / uut2.B_REG[2]$_DFFE_PP0P_ / 510
==> worst max-delay path, stage by stage (launching register included) <==
cell	delay, ps
dfrtp_1	450
nor3_1	150
clkdlybuf4s50_1	500
No activity file was given, so power comes from the tool's default toggle rates.
